==> design/flow/design.v <==
module vga_sync (
  input clock_25mhz, red, green, blue, reset,
  output reg red_out, green_out, blue_out, horiz_sync_out, vert_sync_out,
  output reg [9:0] h_count, v_count
);
  parameter h_pixels_across = 640;  
  parameter h_sync_low = 656;  
  parameter h_sync_high = 752;  
  parameter h_end_count = 800;  
  parameter v_pixels_down = 480;  
  parameter v_sync_low = 491;
  parameter v_sync_high = 493;
  parameter v_end_count = 524;
  reg horiz_sync, vert_sync;
  reg video_on_v, video_on_h;
  wire video_on_int;
  assign video_on_int = video_on_h & video_on_v;
  always @ (posedge reset or posedge clock_25mhz) begin
    if (reset) begin
      h_count <= 10'd0;
      horiz_sync <= 1'b1;
      v_count <= 10'd0;
      vert_sync <= 1'b1;
      video_on_h <= 1'b0;
      video_on_v <= 1'b0;
      horiz_sync_out <= 1'b0;
      vert_sync_out <= 1'b0;
      red_out <= 1'b0;
      blue_out <= 1'b0;
      green_out <= 1'b0;
    end else begin
      if (h_count == h_end_count) begin
        h_count <= 10'd0;
      end else begin
        h_count <= h_count + 10'd1;
      end
      if ((h_count < h_sync_high) && (h_count >= h_sync_low)) begin
        horiz_sync <= 1'b0;
      end else begin
        horiz_sync <= 1'b1;
      end
      if ((v_count >= v_end_count) && (h_count >= h_sync_low)) begin
        v_count <= 10'd0;
      end else if (h_count == h_sync_low) begin
        v_count <= v_count + 10'd1;
      end
      if ((v_count <= v_sync_high) && (v_count >= v_sync_low)) begin
        vert_sync <= 1'b0;
      end else begin
        vert_sync <= 1'b1;
      end
      if (h_count < h_pixels_across) begin
        video_on_h <= 1'b1;
      end else begin
        video_on_h <= 1'b0;
      end
      if (v_count <= v_pixels_down) begin
        video_on_v <= 1'b1;
      end else begin
        video_on_v <= 1'b0;
      end
      horiz_sync_out <= horiz_sync;
      vert_sync_out <= vert_sync;
      red_out <= red & video_on_int;
      green_out <= green & video_on_int;
      blue_out <= blue & video_on_int;
    end
  end
endmodule
==> design/flow/run.sh <==
#!/bin/bash
# OpenROAD 26Q1-2900-gdf79404cd8, Yosys 0.63+post, stock flow scripts
make -C /OpenROAD-flow-scripts/flow DESIGN_CONFIG=/design/flow/config.mk WORK_HOME=/design/flow/orfs finish
==> design/flow/config.mk <==
export PLATFORM = sky130hd
export DESIGN_NAME = vga_sync
export DESIGN_NICKNAME = vga_sync
export VERILOG_FILES = /design/flow/design.v
export SDC_FILE = /design/flow/constraint.sdc
export NUM_CORES = 4
export LEC_CHECK = 1
export CORE_AREA = 10 10 99 99
export DIE_AREA = 0 0 109 109
==> design/flow/constraint.sdc <==
current_design vga_sync

set clk_period 3.3
set clk_io_pct 0.2

create_clock -name clk0 -period $clk_period [get_ports {clock_25mhz}]

set non_clock_inputs [all_inputs -no_clocks]
set_input_delay [expr $clk_period * $clk_io_pct] -clock clk0 $non_clock_inputs
set_output_delay [expr $clk_period * $clk_io_pct] -clock clk0 [all_outputs]
==> job_summary.md <==
## PnR job results

| Metric | Value |
|---|---|
| Post-synth EDFFs | 0 |
| Setup bufs post-CTS | 0 |
| Clk_skew | 0.0101 ns |
| Cell count in the Yosys report | 132 |
| Cell family with most CP delay | flip-flops |
| Hold endpoint | vert_sync_out$_DFF_PP0_ |
| Placed cell count | ~260 |
| Routed WL per cell | 11.9 um |
| Worst path bufs/invs | 1 |
| Number of synthesized register bits | 29 |
| Rows | 32 |
| Top cells by area | dfrtp_1 47%, ha_1 5.2%, nor2_1 3.9% |
| Buffers on Ports | 29 |
| Max FO, Critical Path | 7 |
| Fmax | between 400 and 500 MHz |
| Unrepaired setup endpoints after global routing | false |
| Reg clk slew, reported paths | 0.06 ns |
| Final hold vios | 0 |
| Total die size | 11900 um^2 |
| Global route overflow | 0 |
| Vias per Instance | 3.94 |
| Yosys top cell by area | dfrtp_1 |
| Initial Util | a little under a fifth |
| IO Pins | 30 |
| GR Util met3 | 2.03% |
| Fin crit period | 2.09 ns |
| Mapped Area | 1430 um^2 |
| Initial antenna violation count | 0 |
| RePlAce Congestion | 0.788 |
| Worst slew pin tran | 0.654 ns |
| Die width | 109 um |
| First-pass GRT wire length | 5420 um |
| GR Layer Usage met2 | 7.80% |
| Cell count of the worst reg-to-reg path | 6 |
| Worst Hold Depth | 0 |
| Layout cells sized above 1 | about a tenth |
| Vias in the first global route | around 1100 |
| Register share after synthesis | 50.8% |
| Dominant cell area share | 47.1% |
| Gate Area | 662 um^2 |
| Pwr Total | between 0.0006 and 0.0007 W |
| Critical Setup Path Class | reg2out |
| Worst path max stage delay | 0.61 ns |
| Largest net degree at the start of global routing | 30 |
| Crit path launch type | flip-flop |
| Final Cell Area | approximately 1900 um^2 |
| Clock sinks | 29 |
| CTS Buffer Depth | 2 |
| TritonCTS clock tree | yes |
| Hold_sp | vert_sync$_DFF_PP1_ |
| Crit. End Element | output port |
| DIE HEIGHT | 109 um |
| Residual DRC | 0 |
| Min-Delay Path Class | reg2reg |
| Post-route insts no fill | 268 |
| Routed Antenna Nets | 0 |
| GRT busiest layer | met1 |
| Max Transition Viols Final | 0 |
| Maximum capacitance violations | 0 |
| Area reported by Yosys stat | ~1400 um^2 |
| Fillers | 799 |
| Slowest stage cell, crit path | dfrtp_1 |
| M1 GR Usage | 7.98% |
| Peak supply drop | 0.114 mV |
| Setup_tns | 0 ns |
| Resize count post-CTS | 0 |
| Mapped Avg Cell Area | 10.9 um^2 |
| HPWL after DPL | 2340 um |
| DRT iter0 DRCs | 73 |
| CP Data Arrival Time | 1.43 ns |
| R2r startpoint | h_count[0]$_DFF_PP0_ |
| Primary FF master, synth | dfrtp_1 |
| Root Driver | clkbuf_8 |
| Final setup violation count | 0 |
| Flop-to-flop setup slack | 1.39 ns |
| CORE AREA | 7730 um^2 |
| Ys async rst share | 100% |
| Total number of vias | 1056 |
| Pleak | 0.770 nW |
| Tool warnings | 29 |
| Clock Latency Late Sink | 0.27 ns |
| Final Cycle Share | between 60 and 70% |
| 1st-pass router iterations | 4 |
| Total CTS buffers | 5 |
| Reg-to-reg endpoint | h_count[9]$_DFF_PP0_ |
| Clock H-tree levels | 2 |
| Drt total wl | 3190 um |
| Cells after synthesis | 132 |
| Yosys cell types | 37 |
| Post-layout util | 24.9% |
| Syn. warnings | 1 |
| GRT Total Usage | under 10% |
| Placed instance area | 1840 um^2 |
| Area growth, synth to finish | 34.2% |
| Register area | between 700 and 800 um^2 |
| Slew Limit Headroom | 56.2% |
| Top-count cell post-synth | dfrtp_1 |
| Hold Buf Count CTS | 0 |
| Outcome | complete, no violations |
| Post-synth top cells | 27 x dfrtp_1, 15 x nor2_1, 7 x a21oi_1, 7 x nand2_1 |
| N_diodes | 0 |
| Cell Pwr Density | ~340 nW/um^2 |
| CP cell instances | clkdlybuf4s50_1 |
| CP required | 2.64 ns |
[sequential cells by signal, summed over array words and instances, names as in the netlist]
register and count:
h_count 10, vert_sync 1, red_out 1, blue_out 1, v_count 10, horiz_sync 1, vert_sync_out 1, horiz_sync_out 1
video_on_h 1, green_out 1, video_on_v 1
[cell type report]
class	instances	area share, %
flip-flops and latches	29	37.8
repair buffers	30	15.5
inverters	6	1.17
well taps	102	6.63
clock buffers	7	4.49
multi-input cells	94	34.4
[report_power, final]
group / switching (W) / internal, W
logic: 0.00000780 / 0.00000889
registers: 0.000000382 / 0.000358
clock network: 0.000118 / 0.000165
total: 0.000126 / 0.000531
[cells in the final DEF (no fill, tap or decap), types with 2 or more instances in the layout]
| master | count |
|---|---|
| a21oi_1 | 7 |
| and3_1 | 5 |
| clkbuf_8 | 6 |
| clkdlybuf4s50_1 | 29 |
| dfrtp_1 | 27 |
| dfstp_2 | 2 |
| ha_1 | 6 |
| inv_1 | 6 |
| nand2_1 | 7 |
| nand3_1 | 5 |
| nand4_1 | 6 |
| nor2_1 | 15 |
| nor2b_1 | 2 |
| nor4b_1 | 2 |
| o21ai_0 | 5 |
| o31ai_1 | 2 |
| or3_1 | 4 |
| or4_1 | 3 |
| xnor2_1 | 5 |
| xor2_1 | 4 |
[layer usage]
metal	wire length, um	vias to the layer above
met3	265	7
met1	1500	484
met4	83	0
li1	-	541
met2	1340	24
met5	0	-
[logic make-up after synthesis]
kind of cell | synth area share, %
compound gates | 8.46
xor+xnor | 5.50
fa+ha+maj | 5.24
buf+inv | 3.05
flops | 50.8
mux | 0.698
simple gates | 26.3
[how the worst max path moves through the flow]
stage                    start    endpoint  slack [ns]  cells after the start
6_report  h_count[6]$_DFF_PP0_  h_count[6]        1.21                      1
5_1_grt   h_count[6]$_DFF_PP0_  h_count[6]        1.15                      1
4_1_cts   h_count[6]$_DFF_PP0_  h_count[6]        1.18                      1
[per-stage QoR]
| stage | hold slack [ns] | worst slack (ns) |
|---|---|---|
| floorplan | 0.379 | 1.52 |
| global placement | 0.380 | 1.42 |
| detailed placement | 0.381 | 1.37 |
| CTS | 0.389 | 1.18 |
| global route | 0.393 | 1.15 |
| finish | 0.388 | 1.21 |
No activity file was given, so power comes from the tool's default toggle rates.
